File: /design/flow/run.sh
#!/bin/bash
# OpenROAD 26Q1-2900-gdf79404cd8, Yosys 0.63+post, stock flow scripts
make -C /OpenROAD-flow-scripts/flow DESIGN_CONFIG=/design/flow/config.mk WORK_HOME=/design/flow/orfs finish
File: /design/flow/config.mk
export PLATFORM = sky130hd
export DESIGN_NAME = uart_rx
export DESIGN_NICKNAME = uart_rx
export VERILOG_FILES = /design/flow/design.v
export SDC_FILE = /design/flow/constraint.sdc
export NUM_CORES = 4
export LEC_CHECK = 1
export CORE_UTILIZATION = 40
File: /design/flow/constraint.sdc
current_design uart_rx

set clk_period 6.6
set clk_io_pct 0.2

create_clock -name clk0 -period $clk_period [get_ports {clk}]

set non_clock_inputs [all_inputs -no_clocks]
set_input_delay [expr $clk_period * $clk_io_pct] -clock clk0 $non_clock_inputs
set_output_delay [expr $clk_period * $clk_io_pct] -clock clk0 [all_outputs]
File: /design/flow/design.v
module uart_rx (
    input            clk,
    input            rx,
    input            clear,
    output reg [7:0] data,
    output           done
);
    parameter LIMIT          = 104;
    parameter SAMPLE         = LIMIT/2;
    parameter IDLE           = 3'b00;
    parameter RECIEVE        = 3'b01;
    parameter DONE           = 3'b10;
    reg [1:0]  state = IDLE;
    reg [31:0] count = 0;
    reg [1:0]  stop_bits = 0;
    reg [2:0]  bit_recieved = 0;
    reg        op_complete = 0;
    always @(posedge clk) begin
        if (count == LIMIT) begin
            count <= 0;
        end else begin
            count <= count + 1;
        end
    end
    always @(posedge clk) begin
        if (clear == 1'b1) begin
            done <= 1'b0;
        end else if (op_complete == 1'b1) begin
            done <= op_complete;
        end else begin
            done <= done;
        end
    end
    always @(posedge clk) begin
        case (state)
            IDLE: begin
                if (rx == 1'b0 && count == SAMPLE && done == 1'b0) begin
                    state <= RECIEVE;
                    data <= 0;
                end else begin
                    state <= IDLE;
                    bit_recieved <= 0;
                    stop_bits <= 0;
                    op_complete <= 1'b0;
                end
            end
            RECIEVE: begin
                if (bit_recieved < 8 && count == SAMPLE) begin
                    data[bit_recieved] <= rx;
                    bit_recieved <= bit_recieved + 1;
                end else if (bit_recieved == 7) begin
                    state <= DONE;
                end else begin
                    state <= RECIEVE;
                end
            end
            DONE: begin
                if (stop_bits < 3 && count == SAMPLE) begin
                    stop_bits <= stop_bits + 1;
                end else if (stop_bits == 3) begin
                    state <= IDLE;
                    op_complete <= 1'b1;
                end else begin
                    state <= DONE;
                end
            end
            default: begin
                state <= IDLE;
            end
        endcase
    end
endmodule
==> node_exporter_impl.prom <==
# HELP chip_impl_metric Yosys and OpenROAD flow results
# TYPE chip_impl_metric gauge
chip_impl_metric{name="rr_worst_depth",unit=""} 4
chip_impl_metric{name="cts.hold.buffers_added",unit=""} 0
chip_impl_info{name="grt_most_used_layer",value="met1"} 1
chip_impl_metric{name="drt-initial-drc-count",unit=""} 44
chip_impl_metric{name="min_delay_path_depth",unit=""} 2
chip_impl_info{name="worstHoldStart",value="op_complete"} 1
chip_impl_metric{name="utilization",unit="%"} 46.9
chip_impl_metric{name="finalSetupViolations",unit=""} 0
chip_impl_metric{name="syn_area",unit="um^2"} 2360
chip_impl_metric{name="clock_insertion_delay_worst_skew",unit="ns"} 0.30
chip_impl_metric{name="max_cap_viols",unit=""} 0
chip_impl_info{name="whs_endpoint",value="done"} 1
chip_impl_metric{name="gp_routability_congestion",unit=""} 0.778
chip_impl_metric{name="yosys.stat.seqShare",unit="%"} 48.3
chip_impl_metric{name="dieArea",unit="um^2"} 6210
chip_impl_metric{name="number_of_antenna_violations_at_the_first_check_in_global_routing",unit=""} 0
chip_impl_metric{name="post_route_cells_drive_above_1_share",unit="%"} 4.78
chip_impl_metric{name="die_y",unit="um"} 78.8
chip_impl_info{name="tritoncts_clock_tree",value="built"} 1
chip_impl_info{name="status",value="finished clean"} 1
chip_impl_metric{name="min_period_over_period",unit="%"} 41.2
chip_impl_info{name="grt_setup_unrepaired",value="no"} 1
chip_impl_metric{name="rows",unit=""} 27
chip_impl_metric{name="dp_hpwl",unit="um"} 2800
chip_impl_metric{name="worst-r2r-setup-slack",unit="ns"} 4.54
chip_impl_metric{name="hold_violations_final",unit=""} 0
chip_impl_metric{name="netlist-cell-type-count",unit=""} 36
chip_impl_info{name="timing.critical_path.from",value="rx"} 1
chip_impl_metric{name="synth_area_per_cell",unit="um^2"} 9.92
chip_impl_metric{name="post_cts_resized",unit=""} 0
chip_impl_metric{name="clock_sinks",unit=""} 49
chip_impl_metric{name="cts_buffers",unit=""} 5
chip_impl_metric{name="drt_pass1_iterations",unit=""} 4
chip_impl_metric{name="vdd.ir_drop.worst",unit="uV"} 109
chip_impl_metric{name="ioPinCount",unit=""} 12
chip_impl_info{name="crit-reg2reg-launch",value="count[23]"} 1
chip_impl_metric{name="count_of_input_and_output_buffers",unit=""} 11
chip_impl_metric{name="areaGrowthSynthToFinish",unit="%"} 11.4
chip_impl_metric{name="use_met1",unit="%"} 22.7
chip_impl_metric{name="timing_max_transition_violations_final",unit=""} 0
chip_impl_metric{name="grt.met2_usage",unit="%"} 20.4
chip_impl_metric{name="vias",unit=""} 1676
chip_impl_metric{name="finalClockSkew",unit="ns"} 0.00804
chip_impl_info{name="critical_path.reg2reg.endpoint",value="bit_recieved[0]"} 1
chip_impl_metric{name="global_route.usage.total",unit="%"} 14.0
chip_impl_metric{name="maximum_number_of_pins_on_one_net_before_global_route_repair",unit=""} 15
chip_impl_metric{name="stdcell_area",unit="um^2"} 2630
chip_impl_metric{name="syn_warnings",unit=""} 4
chip_impl_metric{name="ys_area",unit="um^2"} 2360
chip_impl_metric{name="postCtsSetupBuffers",unit=""} 0
chip_impl_metric{name="warning_count",unit=""} 30
chip_impl_info{name="critPathKind",value="input port to flop"} 1
chip_impl_metric{name="crit_fanout",unit=""} 7
chip_impl_metric{name="first_global_vias",unit=""} 1500
chip_impl_metric{name="ys_seq_elements",unit=""} 49
chip_impl_metric{name="powerDensity",unit="nW/um^2"} 191
chip_impl_metric{name="wl_per_cell",unit="um"} 12.2
chip_impl_metric{name="max_slew.worst_pin.slew",unit="ns"} 0.666
chip_impl_info{name="ctsRootBufferMaster",value="sky130_fd_sc_hd__clkbuf_8"} 1
chip_impl_metric{name="core_region_area",unit="um^2"} 5610
chip_impl_metric{name="global_route.usage.met3",unit="%"} 3.03
chip_impl_metric{name="drcViolationCount",unit=""} 0
chip_impl_metric{name="route.antenna.remaining_nets",unit=""} 0
chip_impl_metric{name="cts.path.max_buffers",unit=""} 2
chip_impl_metric{name="synth_instances",unit=""} 238
chip_impl_info{name="timing.critical_path.from_type",value="input port"} 1
chip_impl_metric{name="routed_wl",unit="um"} 3940
chip_impl_metric{name="total_leakage_power",unit="uW"} 0.000958
chip_impl_metric{name="fillCellCount",unit=""} 547
chip_impl_metric{name="fmax",unit="MHz"} 368
chip_impl_metric{name="yosys-stat-cells",unit=""} 238
chip_impl_metric{name="detail_route.antenna_diodes",unit=""} 0
chip_impl_info{name="timing.critical_path.to_type",value="flop"} 1
chip_impl_info{name="holdCritPathClass",value="flop to flop"} 1
chip_impl_metric{name="cts.htree.levels",unit=""} 2
chip_impl_metric{name="globalRouteOverflowTotal",unit=""} 0
chip_impl_metric{name="wire_length_of_the_first_global_routing_pass",unit="um"} 6820
chip_impl_metric{name="fin_crit",unit="ns"} 2.72
chip_impl_metric{name="die-width",unit="um"} 78.8
chip_impl_metric{name="critical_path_arrival",unit="ns"} 2.66
chip_impl_metric{name="viasPerCell",unit=""} 5.19
chip_impl_metric{name="clk_transition_reported_paths",unit="ns"} 0.08
chip_impl_metric{name="core_util_floorplan",unit="%"} 42.1
chip_impl_metric{name="totalNegativeSetupSlack",unit="ns"} 0
chip_impl_metric{name="critical_path_required",unit="ns"} 6.55
chip_impl_metric{name="timing.slew.headroom",unit="%"} 55.4
chip_impl_metric{name="post_place_instance_area",unit="um^2"} 2540
-- cells by family after synthesis --
group	share of synthesized area, %
buffers and inverters	2.54
AND/OR/NAND/NOR	27.8
multiplexers	0.848
AND-OR/OR-AND	3.82
flip-flops	48.3
adder cells (fa/ha/maj)	4.77
XOR/XNOR	11.9
-- through the flow --
stage          total power [uW]  hold WS [ns]  setup WS [ns]  cells
3_3_place_gp                333         0.450           3.63    315
6_report                    503         0.465           3.88    323
4_1_cts                     513         0.477           3.90    323
2_1_floorplan               325         0.428           4.12    238
3_5_place_dp                333         0.456           3.59    315
5_1_grt                     524         0.502           3.79    323
-- per-layer routing --
layer | share of wire, % | vias up
li1 | - | 867
met1 | 52 | 768
met2 | 43 | 36
met3 | 4.1 | 5
met4 | 0.81 | 0
met5 | 0 | -
-- report_power, final --
group / switching, uW / internal (uW)
sequential: 1.82 / 313
combinational: 3.64 / 7.54
clock: 93.8 / 83.1
total: 99.2 / 404
-- sequential cells by signal, summed over array words and instances, names as in the netlist --
signal	flops
bit_recieved	3
count	32
data	8
done	1
op_complete	1
state	2
stop_bits	2
-- layout by cell type (no fill, tap or decap), drive strengths merged, types with 7 or more instances in the layout --
master	n
xnor2	24
nor4	7
nand4	12
ha	9
nand3	10
xor2	8
clkdlybuf4s50	11
dfxtp	33
edfxtp	16
nor2	29
and4	7
inv	8
nand2	21
-- worst max-delay path by stage --
stage                endpoint  slack (ns)  cells after the start
CTS           bit_recieved[0]        3.90                      4
global route  bit_recieved[1]        3.79                      4
finish        bit_recieved[0]        3.88                      4
-- cells in the mapped netlist (all sizes together) --
| library cell | count | area share (%) |
|---|---|---|
| nand4 | 12 | 3.4 |
| o2bb2ai | 1 | 0.37 |
| nand2b | 2 | 0.53 |
| and4 | 7 | 2.7 |
| and4b | 3 | 1.3 |
| mux2i | 2 | 0.85 |
| ha | 9 | 4.8 |
| and3 | 6 | 1.6 |
| or4b | 1 | 0.58 |
| nand2 | 21 | 3.3 |
| o21ai | 2 | 0.42 |
| nor3 | 4 | 1.1 |
| clkbuf | 5 | 0.85 |
| buf | 2 | 0.42 |
| nor4 | 7 | 1.9 |
| o41a | 1 | 0.48 |
| and2 | 6 | 1.6 |
| or3 | 2 | 0.53 |
| xnor2 | 24 | 8.9 |
| a22oi | 4 | 1.3 |
| inv | 8 | 1.3 |
| dfxtp | 33 | 28 |
| nand4b | 3 | 1.1 |
| nor2 | 29 | 4.6 |
| o211ai | 1 | 0.32 |
| nor3b | 3 | 0.95 |
| edfxtp | 16 | 20 |
| nor2b | 2 | 0.53 |
| a21oi | 3 | 0.64 |
| nand3 | 10 | 2.1 |
| xor2 | 8 | 3.0 |
| a211oi | 1 | 0.32 |
-- final cells by class --
cell class | count | area, um^2 | share of cell area (%)
clock buffers | 6 | 82.6 | 3.14
multi-input cells | 174 | 1160 | 44.1
inverters | 8 | 30.0 | 1.14
well taps | 72 | 90.1 | 3.43
clock inverters | 2 | 8.76 | 0.333
flip-flops and latches | 49 | 1140 | 43.4
repair buffers | 12 | 118 | 4.47
-- worst max-delay path, cell delays in order --
cell,delay (ns)
sky130_fd_sc_hd__clkdlybuf4s50_1,0.60
sky130_fd_sc_hd__nor2_1,0.10
sky130_fd_sc_hd__and4b_1,0.21
sky130_fd_sc_hd__a211oi_1,0.43
Power is estimated from default activity; no workload was simulated.

--- design/flow/config.mk ---
export PLATFORM = sky130hd
export DESIGN_NAME = uart_tx
export DESIGN_NICKNAME = uart_tx
export VERILOG_FILES = /design/flow/design.v
export SDC_FILE = /design/flow/constraint.sdc
export NUM_CORES = 4
export LEC_CHECK = 1
export CORE_UTILIZATION = 50
--- design/flow/constraint.sdc ---
current_design uart_tx

set clk_period 4.3
set clk_io_pct 0.2

create_clock -name clk0 -period $clk_period [get_ports {clk}]

set non_clock_inputs [all_inputs -no_clocks]
set_input_delay [expr $clk_period * $clk_io_pct] -clock clk0 $non_clock_inputs
set_output_delay [expr $clk_period * $clk_io_pct] -clock clk0 [all_outputs]
--- design/flow/design.v ---
module uart_tx (
    input            clk,
    input [7:0]      data,
    input            start,
    output           in_progress,
    output           tx
);
    parameter LIMIT          = 104;
    parameter IDLE           = 3'b00;
    parameter TRANSMIT       = 3'b01;
    parameter DONE           = 3'b10;
    reg [1:0]  state = IDLE;
    reg [31:0] count = 0;
    reg [3:0]  bit_transmitted = 0;
    reg [8:0]  buffer;
    always @(posedge clk) begin
        case (state)
            IDLE: begin
                if (start == 1'b1) begin
                    tx <= 1'b0;
                    count <= 0;
                    state <= TRANSMIT;
                    in_progress <= 1'b1;
                    buffer <= data[7:0];
                end else begin
                    state <= IDLE;
                    tx <= 1'b1;
                    in_progress <= 1'b0;
                    bit_transmitted <= 0;
                end
            end
            TRANSMIT: begin
                if ( bit_transmitted == 9 ) begin
                    state <= DONE;
                end else if (count == LIMIT) begin
                    count <= 0;
                    tx <= buffer[bit_transmitted];
                    bit_transmitted <= bit_transmitted + 1;
                end else begin
                    tx <= tx;
                    count <= count + 1;
                end
            end
            DONE: begin
                state <= IDLE;
            end
            default: begin
                state <= IDLE;
            end
        endcase
    end
endmodule
--- design/flow/run.sh ---
#!/bin/bash
# OpenROAD 26Q1-2900-gdf79404cd8, Yosys 0.63+post, stock flow scripts
make -C /OpenROAD-flow-scripts/flow DESIGN_CONFIG=/design/flow/config.mk WORK_HOME=/design/flow/orfs finish
==> out/notes.md <==
The final layout contains routed wiring with a total length of 4217 um. The time the final worst path needs with I/O delays and setup is 2.728 ns, and the core footprint is 4755 um^2. VDD sags by at most 323.5 uV. The filler cell count in the final layout was 397. The run gives 1.572 ns for the final worst setup slack. Pins over their slew limit in the final report were tallied at 0. On the worst setup and hold paths after CTS, the clock-pin slew comes to 0.09 ns. For the number of buffers between clock root and the deepest sink, the log shows 2. Largest net degree at the start of global routing: 33. STA classifies the critical path startpoint as a flop. For this run, the number of standard cells in the final layout without fillers is 295. Standard-cell row count: 25. In this run the clock root is driven by a sky130_fd_sc_hd__clkbuf_8. The first global-routing pass estimated 6982 um of wire. The count of unresolved DRC violations after routing is 0, and the setup-violating endpoint count in the final report is 0. After floorplanning, the die was sized to cover 5282 um^2. The via count normalized by instance count came out at 5.393. Per the post-synthesis stats, the area per cell is 11.84 um^2. Per the repair_timing log after CTS, setup buffers inserted total 0. Kind of critical path: flop to flop. The fraction of the cycle the final worst path needs was 63.45%. Per the detail_route report, routed wire per instance is 14.29 um. The clock drives 48 sinks. The run gives 27 for the count of tool warnings.

The HPWL after detailed placement is 2925 um, and the number of buffers created by CTS is 5. The number of cells reported by Yosys stat comes to 211. The run gives 1,489 as the number of global-route vias before repair. In this run, synthesis produced a sequential element count of 48. Input and output buffers added on the ports amount to 11.

The synthesized netlist has a Yosys-reported chip area of 2497 um^2. In this run the cell area of the synthesized design comes to 2497 um^2. Antenna repair during routing inserted a diode count of 0. The flow ran to the end, and the final reports show no timing, DRC or antenna violations. The run gives 0.30 ns as the clock insertion delay at the later pin of the skew report. The post-synth tally of flip-flops with integrated enable was 48. The timing report gives the worst reg2reg path a setup slack of 1.57 ns.

The worst setup path is captured at a flop. Number of iterations in the first detailed-routing pass: 4. The highest fanout seen on the critical path was 24; the final global-route overflow total was 0.

The count of yosys warnings during synthesis was 7; the total via count in the routed design was 1,591. The design draws 0.001933 W. The share of layout cells above drive strength 1 is 8.772%, and the height of the die is 72.68 um.

Setup repair after global routing left no endpoint under its margin. The count of nets left with antenna violations once routing finished came out at 0. The post-cts resize count is 0.

Dividing total power by cell area gives a power density of 679.8 nW/um^2. The initial antenna violation count came out at 0. The synthesized instance count is 211.

The min-delay analysis places its worst path in the category flop to flop. The highest clock rate this design can be run at is 366.5 MHz. The logs give 52.53% for the floorplan-stage core utilization and 1.540 ns for the worst slack at placement. With the required time reported for the critical path endpoint at 4.35 ns, the leakage power summed over all cells is 0.9484 nW.

The top-level port count is 12. The run gives 0 for the tally of max-capacitance violations. Once iteration 0 of detailed routing completed, the report listed 63 DRC markers. Compared with the post-synthesis result, the final layout area differs by 13.83%. The actual transition at the worst max-transition pin was 0.8029 ns; the worst-case clock skew was 0.008995 ns. Looking at the cell usage after synthesis, the top flip-flop cell is sky130_fd_sc_hd__edfxtp_1. The detailed placer reported the number of placed instances as 287. In the Yosys report, the sequential cells make up 57.72% of the chip area. The final count of hold timing violations came out at 0. The H-tree was split into 2 levels. At the end of routability-driven placement, the weighted congestion stood at 0.8468. Per the synth stats, the proportion of register bits with asynchronous set or reset is 0%.

In this run the horizontal extent of the chip is 72.68 um. Summed over all failing endpoints, the final setup total negative slack is 0 ns. Hold is met by 0.6139 ns. Overall routing resource usage recorded by global route was 18.31%. Hold repair after CTS inserted 0 buffers.

TritonCTS built the clock tree. Across all checked pins, the minimum headroom to the slew limit is 46.35%. The endpoint arrival time on the critical path was 2.78 ns.

The netlist uses 35 different library cells.
==> placed cells by master, fill, tap and decap left out, types with 3 or more instances in the layout <==
cell | Yosys | layout
sky130_fd_sc_hd__and4_1 | 3 | 3
sky130_fd_sc_hd__nand4_1 | 11 | 11
sky130_fd_sc_hd__edfxtp_1 | 48 | 48
sky130_fd_sc_hd__nand2b_1 | 3 | 3
sky130_fd_sc_hd__bufinv_16 | 0 | 3
sky130_fd_sc_hd__a21oi_1 | 5 | 5
sky130_fd_sc_hd__clkbuf_8 | 0 | 5
sky130_fd_sc_hd__nor4_1 | 4 | 4
sky130_fd_sc_hd__o21ai_0 | 5 | 5
sky130_fd_sc_hd__or3_1 | 5 | 5
sky130_fd_sc_hd__inv_1 | 7 | 7
sky130_fd_sc_hd__nand3_1 | 10 | 10
sky130_fd_sc_hd__ha_1 | 4 | 4
sky130_fd_sc_hd__xnor2_1 | 6 | 6
sky130_fd_sc_hd__nand2_1 | 15 | 15
sky130_fd_sc_hd__nor2_1 | 36 | 36
sky130_fd_sc_hd__clkdlybuf4s50_1 | 0 | 11
sky130_fd_sc_hd__xor2_1 | 21 | 21
==> cell usage after synthesis, types with 2 or more instances <==
cell type	n	area share [%]
sky130_fd_sc_hd__edfxtp_1	48	58
sky130_fd_sc_hd__nor2_1	36	5.4
sky130_fd_sc_hd__xor2_1	21	7.4
sky130_fd_sc_hd__nand2_1	15	2.3
sky130_fd_sc_hd__nand4_1	11	2.8
sky130_fd_sc_hd__nand3_1	10	2.0
sky130_fd_sc_hd__inv_1	7	1.1
sky130_fd_sc_hd__xnor2_1	6	2.1
sky130_fd_sc_hd__a21oi_1	5	1.0
sky130_fd_sc_hd__o21ai_0	5	1.0
sky130_fd_sc_hd__or3_1	5	1.3
sky130_fd_sc_hd__ha_1	4	2.0
sky130_fd_sc_hd__nor4_1	4	1.0
sky130_fd_sc_hd__and4_1	3	1.1
sky130_fd_sc_hd__nand2b_1	3	0.75
sky130_fd_sc_hd__and2_1	2	0.50
sky130_fd_sc_hd__and3_1	2	0.50
sky130_fd_sc_hd__buf_2	2	0.40
sky130_fd_sc_hd__mux4_2	2	1.8
sky130_fd_sc_hd__nor3_1	2	0.40
sky130_fd_sc_hd__nor4_4	2	1.7
sky130_fd_sc_hd__nor4b_1	2	0.70
sky130_fd_sc_hd__or4_1	2	0.60
==> logic make-up (layout without fill, tap and decap cells) <==
logic type | after synthesis | in the layout | share of synthesized area (%)
buffers and inverters | 11 | 28 | 1.954
AND-OR/OR-AND | 13 | 13 | 3.006
flip-flops | 48 | 48 | 57.72
multiplexers | 3 | 3 | 2.204
XOR/XNOR | 27 | 27 | 9.469
AND/OR/NAND/NOR | 105 | 105 | 23.65
adder cells (fa/ha/maj) | 4 | 4 | 2.004
==> layer usage <==
layer	wire, um	share of wire, %	up-vias	GRT usage (%)
met5	0	0	-	0
met4	51	1.2	0	1.961
met3	155	3.7	5	4.202
met2	1939	46	32	27.52
met1	2071	49	746	31.28
li1	-	-	808	-
==> critical path: stages, from the launching register on <==
cell                       delay, ns
sky130_fd_sc_hd__edfxtp_1       0.48
sky130_fd_sc_hd__or4_1          0.53
sky130_fd_sc_hd__nor4_1         0.26
sky130_fd_sc_hd__nand4_1        0.20
sky130_fd_sc_hd__nand2_1        0.65
sky130_fd_sc_hd__buf_4          0.29
sky130_fd_sc_hd__a21oi_1        0.05
==> sequential cells by signal (all words and copies together) (netlist names) <==
register         cells
in_progress          1
bit_transmitted      4
buffer               8
tx                   1
count               32
state                2
==> layout make-up <==
class | count | area, um^2 | area share, %
Clock buffer | 5 | 68.82 | 2.421
Timing Repair Buffer | 13 | 125.1 | 4.401
Clock inverter | 3 | 90.09 | 3.169
Inverter | 7 | 26.28 | 0.9243
Tap cell | 67 | 83.83 | 2.949
Sequential cell | 48 | 1441 | 50.70
Multi-Input combinational cell | 152 | 1007 | 35.43
==> power by group <==
part / total, W / switching, W / internal (W)
logic: 0.000479 / 0.000286 / 0.000192
registers: 0.00101 / 0.000209 / 0.000806
clock network: 0.000439 / 0.000149 / 0.000291
total: 0.00193 / 0.000644 / 0.00129
==> worst paths after layout <==
check	start	endpoint	cells past startpoint
min	state[1]$_DFFE_PP_	tx$_DFFE_PP_	1
max	count[23]$_SDFFCE_PP0P_	count[10]$_SDFFCE_PP0P_	6
min reg2reg	state[1]$_DFFE_PP_	tx$_DFFE_PP_	1
max reg2reg	count[23]$_SDFFCE_PP0P_	count[10]$_SDFFCE_PP0P_	6
==> per-stage QoR <==
| stage | utilization, % | instance area [um^2] |
|---|---|---|
| finish | 59.79 | 2843 |
| CTS | 59.79 | 2843 |
| floorplan | - | 2497 |
| global route | 59.79 | 2843 |
| detailed placement | 56.45 | 2684 |
| global placement | 56.45 | 2684 |
Power is estimated from default activity; no workload was simulated.

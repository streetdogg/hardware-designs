## design.v

```verilog
module display (
  input clk,
  input [3:0] value,
  output [7:0] display
);
  reg [7:0] display_buff;
  always @(posedge clk) begin
    case (value)
      4'h0: display_buff <= 8'hC0;
      4'h1: display_buff <= 8'hF9;
      4'h2: display_buff <= 8'hA4;
      4'h3: display_buff <= 8'hB0;
      4'h4: display_buff <= 8'h99;
      4'h5: display_buff <= 8'h92;
      4'h6: display_buff <= 8'h82;
      4'h7: display_buff <= 8'hF8;
      4'h8: display_buff <= 8'h80;
      4'h9: display_buff <= 8'h90;
      4'ha: display_buff <= 8'h88;
      4'hb: display_buff <= 8'h83;
      4'hc: display_buff <= 8'hc6;
      4'hd: display_buff <= 8'ha1;
      4'he: display_buff <= 8'h86;
      4'hf: display_buff <= 8'h8e;
      default: display_buff <= display_buff;
    endcase
  end
  assign display = display_buff;
endmodule
```

## constraint.sdc

```tcl
current_design display

set clk_period 1.5
set clk_io_pct 0.2

create_clock -name clk0 -period $clk_period [get_ports {clk}]

set non_clock_inputs [all_inputs -no_clocks]
set_input_delay [expr $clk_period * $clk_io_pct] -clock clk0 $non_clock_inputs
set_output_delay [expr $clk_period * $clk_io_pct] -clock clk0 [all_outputs]
```

## run.sh

```bash
#!/bin/bash
# OpenROAD 26Q1-2900-gdf79404cd8, Yosys 0.63+post, stock flow scripts
make -C /OpenROAD-flow-scripts/flow DESIGN_CONFIG=/design/flow/config.mk WORK_HOME=/design/flow/orfs finish
```

## config.mk

```make
export PLATFORM = sky130hd
export DESIGN_NAME = display
export DESIGN_NICKNAME = display
export VERILOG_FILES = /design/flow/design.v
export SDC_FILE = /design/flow/constraint.sdc
export NUM_CORES = 4
export LEC_CHECK = 1
export CORE_AREA = 10 10 70 70
export DIE_AREA = 0 0 80 80
```

==> qor.txt <==
Run status -> finished, final reports clean
Detail Placement HPWL -> 726 um
Fraction of power consumed by the clock network -> 32.6%
Final Routed Wirelength -> 819 um
Antenna violations before repair -> 0
Count of unresolved DRC violations after routing -> 0
Synth Instances -> 41
Final hold viol count -> 0
First-pass GRT wire length -> 1300 um
Port-buffer cells -> 11
Sequential cell area in the final layout -> 140 um2
Tot Pwr -> 484 uW
Most used cells in the layout excluding fill and tap cells -> buf_4, clkdlybuf4s50_1, dfxtp_1, ha_1, nor2_1
Worst hold-check slack -> 639 ps
Bufs on Longest Clock Path -> 2
Cell count in the Yosys report -> 41
Number of cells traversed by the worst hold path -> 3
Flops after synth -> 7
Period utilisation layout -> 90.1%
Required time of the critical path -> 1660 ps
Core area -> 3420 um2
Synth Seq Share -> 32.8%
Per-instance average area after synthesis -> 10.4 um2
Portion of total power attributed to combinational logic -> 24.5%
Yosys warnings -> 1
Root buffer cell -> clkbuf_4
Maximum number of pins on one net before global-route repair -> 8
Largest register FFs -> 7
GR Overflow Total -> 0
Setup repair after global routing missed its margin -> no
Final weighted congestion in routability-driven placement -> 0.731
Launch instance of the worst min-delay path -> value[1]
Final number of max-transition violations -> 0
Logic cell area -> 254 um2
Fmax -> 740 MHz
Area of the synthesized netlist per yosys stat -> 427 um2
Number of failing setup endpoints in the final timing report -> 0
Global-route total usage across every layer -> 2.39%
Critical path start-end classification -> in -> reg
Sw Share -> 20.9%
Antenna cell count -> 0
Power Internal -> 382 uW
Filler Cells Inserted -> 389
Maximum fanout along the worst path -> 6
Residual antenna-violating net count after detailed routing -> 0
Number of hold-repair buffers added at the cts stage -> 0
Growth of design area from synthesis to finish -> 57.5%
DR vias/cell -> 3.17
Power density relative to cell area -> 720 nW/um2
Endpoint type of the worst setup path -> flip-flop
Chip height -> 80 um
Largest registers -> display_buff: 7 flops
Min-delay worst type -> in -> reg
Synth async-reset ratio -> 0%
Most flop-heavy register -> display_buff
Mapped cell area -> 427 um2
Switching power of the nets -> 101 uW
Reg power frac -> 42.9%
Highest ir drop seen on vdd -> 0.131 mV
Cts bufs inserted -> 3
Minimum period implied by the final worst setup slack -> 1350 ps
Number of clock sinks -> 7
CTS tree -> yes
Routed WL per cell -> 7.51 um
Hold worst-path end -> display_buff[1]
Number of logged tool warnings -> 31
Placed instance count -> 104
Critical Path Source Type -> input port
Ports -> 13
Number of detailed-routing iterations run before antenna repair -> 4
Clock H-tree levels -> 1
Layout Cells excl Fill -> 109
Crit path arrival time -> 1510 ps
Standby leakage power -> 0.000310 uW
Number of vias in the routed layout -> 345
Maximum capacitance violations -> 0
Site row count -> 21
Floorplan utilization -> 12.5%
Via count of the first global-routing pass -> 333
Flip-flops with a built-in enable -> 0
Synth cell types -> 18
Commonest non-fill, non-tap cell in the layout -> buf_4
Clock-pin slew on the worst setup and hold paths -> 50 ps
Fraction of layout instances using a drive strength above 1 -> 27.0%
Die X-Extent -> 80 um
Die ar. -> 6400 um2
Iteration-0 DRC count of the detailed router -> 11
Predominant post-synthesis flop cell -> dfxtp_1
-- metal layers --
layer | global-route usage, % | part of all wire (%)
met1 | 2.49 | 36
met2 | 4.41 | 50
met3 | 0.909 | 14
met4 | 0.528 | 0
met5 | 0 | 0
-- through the flow --
step,setup TNS [ps],setup WS (ps),instance area (um2),util (%)
detailed placement,-1370,-355,638,18.7
global route,0,91.1,672,19.7
floorplan,0,228,427,-
finish,0,149,672,19.7
global placement,-1180,-307,638,18.7
CTS,0,160,672,19.7
-- layout make-up --
| class | count | share of cell area, % |
|---|---|---|
| Multi-Input combinational cell | 28 | 37.8 |
| Timing Repair Buffer | 21 | 27.2 |
| Sequential cell | 7 | 20.9 |
| Tap cell | 46 | 8.57 |
| Clock buffer | 4 | 3.91 |
| Inverter | 3 | 1.68 |
-- synthesized netlist by cell type, types with 2 or more instances --
cell type  number  area (um2)
dfxtp_1         7         140
ha_1            7        87.6
nor2_1          5        18.8
mux2i_1         4        40.0
inv_1           3        11.3
a22o_1          2        17.5
o21ai_0         2        10.0
-- kinds of logic (layout without fill, tap and decap cells) --
group,after synthesis,after routing,synth area share [%]
multiplexers,6,6,18.2
AND/OR/NAND/NOR,8,8,9.38
flip-flops,7,7,32.8
other,1,1,0.879
adder cells (fa/ha/maj),7,7,20.5
buffers and inverters,6,28,8.21
AND-OR/OR-AND,6,6,9.97
-- how the worst max path moves through the flow --
stage         from         endpoint  slack (ps)  cells after the start
4_1_cts   value[3]  display_buff[0]         160                      4
5_1_grt   value[3]  display_buff[0]          90                      4
6_report  value[3]  display_buff[0]         150                      4
-- worst max-delay path, cell delays in order --
cell and delay, ps:
clkdlybuf4s50_1 510, and2b_2 250, or3b_1 370, o21ai_0 90
-- power groups by stage --
| stage | registers [uW] | clock network [uW] | logic (uW) |
|---|---|---|---|
| finish | 208 | 158 | 118 |
| CTS | 208 | 167 | 120 |
| global route | 208 | 174 | 132 |
-- timing repair --
item / 4_1_cts / 5_1_grt
endpoints found under the setup margin: 3 / 0
buffers inserted: 1 / 0
resized: 4 / 0
Power figures rest on the tool's default switching activity, not on a simulated workload.
